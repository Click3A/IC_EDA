File: /design/flow/run.sh
#!/bin/bash
# OpenROAD 26Q1-2900-gdf79404cd8, Yosys 0.63+post, stock flow scripts
make -C /OpenROAD-flow-scripts/flow DESIGN_CONFIG=/design/flow/config.mk WORK_HOME=/design/flow/orfs finish
File: /design/flow/config.mk
export PLATFORM = sky130hd
export DESIGN_NAME = fifo_top
export DESIGN_NICKNAME = fifo_top
export VERILOG_FILES = /design/flow/design.v
export SDC_FILE = /design/flow/constraint.sdc
export NUM_CORES = 4
export LEC_CHECK = 1
export CORE_UTILIZATION = 40
File: /design/flow/design.v
interface intf(input logic clk,reset);
    logic [3:0]a;
    logic [3:0]b;
    logic [7:0]c;
endinterface
module RAM
#(parameter ADDSIZE  = 8, 
  parameter DATASIZE = 8  
 )
 (
  input  [ADDSIZE-1:0]  waddr,raddr,
  input  [DATASIZE-1:0] wdata,
  input  wclk,wclken,wfull,
  input  rclk,rclken,rempty,
  output reg[DATASIZE-1:0] rdata
 );
 localparam DEPTH = 1<<ADDSIZE;       
 reg [DATASIZE-1:0] mem [0:DEPTH-1]; 
 always@(posedge wclk)begin
     if(wclken&&!wfull)
         mem[waddr]<= wdata;
     else
         mem[waddr]<= 8'd0;
 end
 always@(posedge rclk)begin
     if(rclken&&!rempty)
         rdata <= mem[raddr];
     else
         rdata <= 8'd0;
 end
endmodule
module fifo_top
#(parameter ADDSIZE  = 8, 
  parameter DATASIZE = 8  
 )
(
 input wclk,rclk,rst_n,winc,rinc,
 input [DATASIZE-1:0]wdata,
 output[DATASIZE-1:0]rdata,
 output full,empty
);
wire[ADDSIZE-1:0]waddr;
wire[ADDSIZE-1:0]raddr;
wire[ADDSIZE:0]rptr;
wire[ADDSIZE:0]wptr;
RAM ut1(
 .waddr(waddr),
 .raddr(raddr),
 .wdata(wdata),
 .wclk(wclk),
 .wclken(1'b1),
 .wfull(full),
 .rempty(empty),
 .rclk(rclk),
 .rclken(1'b1),
 .rdata(rdata)
 );
w_control ut2(
 .wclk(wclk),
 .wrst_n(rst_n),
 .winc(winc),
 .rptr(rptr),
 .waddr(waddr),
 .wfull(full),
 .wptr(wptr)
);
r_control ut3(
 .rclk(rclk),
 .rrst_n(rst_n),
 .rinc(rinc),
 .wptr(wptr),
 .raddr(raddr),
 .rempty(empty),
 .rptr(rptr)
 );
 endmodule
module r_control
#(parameter DATASIZE = 8,
  parameter ADDSIZE  = 8)
  (
      input rclk,rrst_n,rinc,
      input [ADDSIZE   :0] wptr,
      output[ADDSIZE -1:0] raddr,
      output rempty,
      output reg[ADDSIZE   :0] rptr
  );
  reg[ADDSIZE:0]  rd_cnt; 
  wire[ADDSIZE:0] rd_cnt_next;
  wire[ADDSIZE:0] rptr_next;
  reg[ADDSIZE:0]  wptr_reg1,wptr_reg2;
  localparam DEPTH = 1<<ADDSIZE;
  always@(posedge rclk or negedge rrst_n)begin
      if(!rrst_n)begin
          wptr_reg1 <= 0;
          wptr_reg2 <= 0;
      end
      else begin
          wptr_reg1 <= wptr;
          wptr_reg2 <= wptr_reg1;
      end
  end
  always@(posedge rclk or negedge rrst_n)begin 
      if(!rrst_n)
        {rd_cnt,rptr} <= 2'b00;
      else
        {rd_cnt,rptr} <= {rd_cnt_next,rptr_next};
  end
  assign rd_cnt_next = rd_cnt + (rinc&&!rempty); 
  assign raddr = rd_cnt[DATASIZE-1:0]; 
  assign rptr_next  = (rd_cnt_next>>1)^rd_cnt_next; 
  assign rempty = (rptr==wptr_reg2[ADDSIZE:0])?1:0; 
endmodule
module w_control
#(parameter DATASIZE = 8,
  parameter ADDSIZE  = 8)
  (
      input wclk,wrst_n,winc,
      input [ADDSIZE   :0] rptr,
      output[ADDSIZE -1:0] waddr,
      output wfull,
      output reg[ADDSIZE   :0] wptr
  );
  reg[ADDSIZE:0]  addr_cnt;
  wire[ADDSIZE:0] addr_cnt_next;
  wire[ADDSIZE:0] wptr_next;
  reg[ADDSIZE:0]  rptr_reg1,rptr_reg2;
  localparam DEPTH = 1<<ADDSIZE;
  always@(posedge wclk or negedge wrst_n)begin
      if(!wrst_n)begin
          rptr_reg1 <= 0;
          rptr_reg2 <= 0;
      end
      else begin
          rptr_reg1 <= rptr;
          rptr_reg2 <= rptr_reg1;
      end
  end
  always@(posedge wclk or negedge wrst_n)begin 
    if(!wrst_n)begin
        addr_cnt <= 0;
        wptr     <= 0;
    end
    else begin
        addr_cnt <= addr_cnt_next;
        wptr     <= wptr_next;
    end
  end
  assign addr_cnt_next = addr_cnt + (winc&&!wfull);
  assign waddr = addr_cnt[DATASIZE-1:0]; 
  assign wptr_next  = (addr_cnt_next>>1)^addr_cnt_next; 
  assign wfull = (wptr=={~rptr_reg2[ADDSIZE:ADDSIZE-1],rptr_reg2[ADDSIZE-2:0]})?1:0; 
endmodule
File: /design/flow/constraint.sdc
current_design fifo_top

set clk_period 32.0
set clk_io_pct 0.2

create_clock -name clk0 -period $clk_period [get_ports {rclk}]
create_clock -name clk1 -period $clk_period [get_ports {wclk}]

set non_clock_inputs [all_inputs -no_clocks]
set_input_delay [expr $clk_period * $clk_io_pct] -clock clk0 $non_clock_inputs
set_output_delay [expr $clk_period * $clk_io_pct] -clock clk0 [all_outputs]
==> impl_metrics.tcl <==
# flow metrics
set metrics [dict create \
    status "complete, no violations" \
    place_area_mm2 0.08709 \
    core_mm2 0.2054 \
    fin_area_mm2 0.09366 \
    grt_pass1_vias 44690 \
    dp_cells 6978 \
    yosys_area_mm2 0.08293 \
    synth-edff-count 2048 \
    hold_class "reg -> reg" \
    firstDrtPassIters 7 \
    relSlewSlack_pct 19.39 \
    synth_top_cell_by_count "edfxtp_1" \
    fin_ws_ps 22930 \
    path_max_fanout 10 \
    final_max_slew_viol_count 0 \
    wl_per_cell_um 29.42 \
    grt_pass1_wl_um 313300 \
    report.final.hold_viol_count 0 \
    grt_max_degree 149 \
    rr_worst_depth 10 \
    synth_cells 4257 \
    die_w_um 457.3 \
    p_int_w 0.005308 \
    synth-warning-count 3 \
    p_leak_nw 30.27 \
    reg2reg_from "ut3.rd_cnt[1]$_DFF_PN0_" \
    drive_gt1_share_pct 19.74 \
    yosysTopAreaCell "edfxtp_1" \
    die_h_um 457.3 \
    cts_tree "yes" \
    critPathSlowestCell "clkdlybuf4s50_1" \
    switching_share_pct 32.87 \
    path_cells "xor2_1, nor4_1, nand4_1, inv_1, clkdlybuf4s50_1" \
    synth_flops 2126 \
    wl_um 216700 \
    power_density_mw_per_mm2 84.43 \
    rsz0062_at_grt "no" \
    required_ps 25600 \
    tightest_slew_ps 1202 \
    viasPerCell 5.728 \
    ios 23 \
    timing.rr.end "ut1.rdata[4]$_SDFF_PP0_" \
    critical_path_class "reg -> out" \
    path_clk_slew_ps 60 \
    yosysUniqueCellTypes 59 \
    grt-ovfl-total 0 \
    p_seq_share_pct 40.7 \
    irDropWorstVdd_mv 0.05964 \
    synth_area_mm2 0.08293 \
    ys_cells 4257 \
    critPathLaunchType "flop" \
    openroad.warnings 34 \
    die-area_mm2 0.2092 \
    first_iter_violations 2955 \
    worst_setup_path_end_kind "output pin" \
    max-cap-violations 0 \
    skew_ps 41.78 \
    antenna_found_initial 2 \
    hpwlAfterDp_um 131400 \
    async_flop_share_pct 3.293 \
    finalSetupViolCount 0 \
    core.rowCount 166 \
    hold_end "ut2.rptr_reg2[8]$_DFF_PN0_" \
    cts_sinks 2126 \
    yosysTopAreaCellShare_pct 74.16 \
    slowest_delay_ps 470 \
    ff2ff_setup_slack_ps 26450 \
    comb_power_share_pct 29.6 \
    min_path_cells 0 \
    finalSetupTns_ps 0 \
    power_frac_clock_pct 29.7 \
    synth.area.top_cells "edfxtp_1 74%, mux4_2 8.3%, mux2i_1 5.2%, dfrtp_1 2.1%, o221ai_1 1.9%" \
    gr-usage-all-layers_pct 22.86 \
    worstHoldStart "ut2.rptr_reg1[8]$_DFF_PN0_" \
    top_cells_by_count "2048 x edfxtp_1, 428 x mux2i_1, 306 x mux4_2" \
    syn_to_final_growth_pct 12.95 \
    ys_seq_share_pct 76.46 \
    io_buffers 21 \
    place_congestion 0.9177 \
    ant_nets 0 \
    pre_cts_ws_ps 22740 \
    via_count 42200 \
    synth-main-ff-cell "edfxtp_1" \
    crit_arrival_ps 2670 \
    fin_cells 7366 \
    fp_util_pct 40.37 \
    avgSynthCellArea_um2 19.48 \
    drc_errors 0 \
    p_switching_w 0.002600 \
]
==> state kept, by name (all words and copies together) (netlist names), 9 cells and up <==
register and count:
ut3.rptr 9, ut3.wptr_reg1 9, ut2.rptr_reg2 9, ut2.wptr 9
ut2.rptr_reg1 9, ut1.mem 2048, ut3.wptr_reg2 9
==> cell families (layout without fill, tap and decap cells) <==
group                      count (synthesis)  count (layout)  synth area share, %
DFF                                     2126            2126                76.46
muxes                                    751             751                13.71
buffers and inverters                    277             696                2.059
adders and majority gates                  5               5              0.07544
other                                      0               2                    0
and+or+nand+nor                          544             544                2.841
AOI/OAI and AO/OA                        506             506                4.347
xor gates and xnor gates                  48              48               0.5069
==> worst max-delay path by stage <==
stage	from	end	slack, ps	cells after the start
CTS	ut2.wptr[0]$_DFF_PN0_	full	22860	5
global route	ut2.wptr[0]$_DFF_PN0_	full	22750	5
finish	ut2.wptr[0]$_DFF_PN0_	full	22930	5
==> area by class of cell <==
class,count,area (um^2)
multi-input cells,1854,17900
flip-flops and latches,2126,63420
fillers,16850,111800
repair buffers,303,2432
well taps,2688,3363
clock buffers,251,5366
inverters,16,67.56
clock inverters,126,1109
diodes,2,5.005
==> worst max-delay path: cells and delay by family (launching register included) <==
| family | cells | cell delay, ps |
|---|---|---|
| simple gates | 2 | 660 |
| xor+xnor | 1 | 160 |
| flops | 1 | 390 |
| buf+inv | 2 | 620 |
==> routing by layer <==
layer | share of wire (%) | routed length [um] | vias to the layer above | track usage (%)
li1 | - | - | 18030 | -
met1 | 34 | 72680 | 21260 | 28.21
met2 | 45 | 98210 | 2495 | 32.10
met3 | 17 | 36910 | 395 | 17.38
met4 | 3.8 | 8259 | 18 | 6.796
met5 | 0.30 | 646 | - | 2.204
==> cells in the final DEF (no fill, tap or decap), types with 6 or more instances in the layout <==
| cell type | count |
|---|---|
| clkinvlp_4 | 7 |
| xnor2_1 | 21 |
| nor4_1 | 18 |
| nor2b_1 | 15 |
| xor2_1 | 27 |
| clkbuf_16 | 208 |
| clkinv_1 | 48 |
| buf_4 | 266 |
| buf_12 | 7 |
| a211oi_1 | 15 |
| nand3_1 | 45 |
| inv_1 | 13 |
| a21oi_1 | 101 |
| nor3_1 | 71 |
| o22ai_1 | 99 |
| a221oi_1 | 12 |
| clkdlybuf4s50_1 | 20 |
| dlygate4sd3_1 | 9 |
| a311oi_1 | 7 |
| dfrtp_1 | 66 |
| o21ai_0 | 48 |
| nand2_1 | 59 |
| nand3_2 | 6 |
| dfxtp_1 | 8 |
| mux2i_1 | 428 |
| mux4_2 | 306 |
| clkbuf_1 | 43 |
| nand2_2 | 9 |
| inv_6 | 9 |
| edfxtp_1 | 2048 |
| bufinv_16 | 15 |
| clkinv_2 | 42 |
| and2_4 | 8 |
| nor2_1 | 291 |
| o221ai_1 | 183 |
| mux2_2 | 17 |
==> per-stage QoR <==
step           utilization (%)  hold slack (ps)  power, W
5_1_grt                  45.60            365.8  0.008205
2_1_floorplan                -            331.2  0.004807
3_5_place_dp             42.40            344.1  0.005609
6_report                 45.60            350.9  0.007908
4_1_cts                  45.60            344.7  0.007950
3_3_place_gp             42.40            336.6  0.005605
==> power groups by stage <==
| stage | Combinational (W) | Clock [W] | Sequential (W) |
|---|---|---|---|
| CTS | 0.00234 | 0.00239 | 0.00322 |
| global route | 0.00249 | 0.00248 | 0.00323 |
| finish | 0.00234 | 0.00235 | 0.00322 |
==> timing repair <==
action                                 in CTS  in global routing
endpoints found under the hold margin       9                  0
hold buffers                                9                  0
gates resized                               0                  0
setup buffers                               0                  0
Power is estimated from default activity; no workload was simulated.
