==> design.v <==
interface intf(input logic clk,reset);
    logic [3:0]a;
    logic [3:0]b;
    logic [7:0]c;
endinterface
module adder(
    input clk,
    input reset,
    input [3:0]a,
    input [3:0]b,
    output reg[7:0]c
);
    always@(posedge clk or posedge reset)begin
        if(reset)
            c <= 0;
        else
            c <= a+b;
    end
endmodule
==> run.sh <==
#!/bin/bash
# OpenROAD 26Q1-2900-gdf79404cd8, Yosys 0.63+post, stock flow scripts
make -C /OpenROAD-flow-scripts/flow DESIGN_CONFIG=/design/flow/config.mk WORK_HOME=/design/flow/orfs finish
==> config.mk <==
export PLATFORM = sky130hd
export DESIGN_NAME = adder
export DESIGN_NICKNAME = adder
export VERILOG_FILES = /design/flow/design.v
export SDC_FILE = /design/flow/constraint.sdc
export NUM_CORES = 4
export LEC_CHECK = 1
export CORE_AREA = 10 10 70 70
export DIE_AREA = 0 0 80 80
==> constraint.sdc <==
current_design adder

set clk_period 1.0
set clk_io_pct 0.2

create_clock -name clk0 -period $clk_period [get_ports {clk}]

set non_clock_inputs [all_inputs -no_clocks]
set_input_delay [expr $clk_period * $clk_io_pct] -clock clk0 $non_clock_inputs
set_output_delay [expr $clk_period * $clk_io_pct] -clock clk0 [all_outputs]
==> metrics.cfg <==
[run_status]
status=completed

[setup_path]
worst_setup_path_end_kind=output port
cp_slowest_stage_delay_ps=350
worst-path-max-fanout=1
cpLargestDelayFamily=flip-flops
critical_path_cell_count=1
cp-endpoint=c[1]
cp_cell_sequence=clkdlybuf4s15_1
timing.setup.critical_path_class=reg2out
worstPathRequired_ps=800
cp-start-kind=flop
crit_slowest_cell=sky130_fd_sc_hd__dfrtp_1
cp-startpoint=c[1]
cp.arrival_ps=770
worst-path-buf-inv=1

[drt]
antenna_violating_nets_post_route=0
dr.first_iter.drc_count=0
vias=215
drt_pre_antenna_iters=1
drt_wl_total_microns=688
n_diodes=0
post_drt_wl_per_cell_microns=7.64
remaining_drc_errors=0
routed_via_density=2.39

[synth]
yosys_warnings=1
synth-edff-count=0
chip_area_from_the_yosys_synthesis_statistics_sq_um=292
ff_type=sky130_fd_sc_hd__dfrtp_1
synth.cells.most_frequent=5 x sky130_fd_sc_hd__dfrtp_1, 5 x sky130_fd_sc_hd__inv_1, 4 x sky130_fd_sc_hd__ha_1
synth_cell_types=12
top_cell_area_share_pct=42.9
ys_seq_share_pct=42.9
synth_area_sq_um=292
avgSynthCellArea_sq_um=11.2
yosys-top-cells-area=sky130_fd_sc_hd__dfrtp_1 43%, sky130_fd_sc_hd__ha_1 17%, sky130_fd_sc_hd__buf_4 7.7%, sky130_fd_sc_hd__fa_1 6.9%, sky130_fd_sc_hd__inv_1 6.4%
ys_cells=26
synth-async-reset-ratio_pct=100
numSynthFlops=5
post_synthesis_cells=26
yosys.area.top_type=sky130_fd_sc_hd__dfrtp_1

[job]
warning_count=25
max_cap_viol_count=0

[die]
fp_util_pct=8.53
chip_area_sq_um=6400
die.size.y_microns=80
chipWidth_microns=80
boundaryPins=18
core_region_area_sq_um=3420
rows=21

[clocking]
tritoncts=done
cts.repair_timing.setup_buffer_count=0
numClockSinks=5
cts.htree.levels=1
cts_hold_repair.buffers=0
clockBufferDepth=2
cts.reportedPaths.clkPinSlew_ps=40
tritoncts.num_buffers=3
clock-root-buffer=sky130_fd_sc_hd__clkbuf_4

[grt]
grt_first_pass_wirelength_microns=986
grt_overflow=0
via_count_of_the_first_global_routing_pass=238
grt_max_degree=6
grt_use_total_pct=1.98
antenna_found_initial=0

[power_and_ir_drop]
ir_worst_vdd_uv=248
p_leak_nw=0.231
powerDensity_nw_per_um2=1220

[final_timing]
max_clock_freq_mhz=1040
timing_hold_violations_final=0
finalClockPeriodUsage_pct=96.6
final-max-slew-violation-count=0
setup_viol=0
rsz_0062_raised_after_global_routing=no
final.hold.worst_slack_ps=149
timing.final.crit_period_ps=966

[finish]
biggestRegsByFlops=c: 5 flops
filler_cell_count=395
end_of_flow_core_utilization_pct=14.7
finalNonFillerCells=90
area_delta_synth_final_pct=72.5
final-seq-area_sq_um=125
largest_register_ffs=5
area.combinational_sq_um=160
drive_gt1_share_pct=34.1
register_with_the_most_flip_flops=c

[place]
port_buffers=14
placedCellCount=86
globalplace.congestion=0.663
hpwlAfterDp_microns=606

[worst_hold_path]
hold_path.class=in2async

## per-stage QoR
step,total power [W],instance area (sq um),setup TNS (ps),worst slack (ps)
detailed placement,0.000413,497,-2090,-570
global route,0.000657,503,0,1.64
finish,0.000616,503,0,34.4
global placement,0.000411,497,-2040,-538
floorplan,0.000304,314,0,14.6
CTS,0.000637,520,0,19.4
## per-layer routing
metal	global-route usage [%]	part of all wire, %
met1	1.21	25
met2	4.25	57
met3	1.14	15
met4	0.704	3.3
met5	0	0
## worst min path at each step
stage         startpoint    to  slack (ps)  cells past startpoint
CTS                reset  c[1]         150                      2
global route       reset  c[1]         180                      2
finish             reset  c[1]         150                      2
## logic make-up after synthesis
family                   Yosys count  synth area share, %
buffers and inverters              8                 14.2
flip-flops                         5                 42.9
AND/OR/NAND/NOR                    2                 4.29
other                              1                 1.29
adder cells (fa/ha/maj)            5                 24.0
XOR/XNOR                           2                 6.01
AND-OR/OR-AND                      3                 7.30
## power by group
group	leakage, nW	switching, W	internal [W]
Sequential	0.0588	0.00000640	0.000233
Clock	0.0150	0.0000830	0.000151
Combinational	0.158	0.0000501	0.0000925
Total	0.231	0.000140	0.000476
## cell type report
type                    instances  share of cell area (%)
multi-input cells              15                    31.8
flip-flops and latches          5                    24.9
repair buffers                 15                    22.9
well taps                      46                    11.4
clock buffers                   4                    5.22
inverters                       5                    3.73
## repair_timing
item / CTS / global route
setup endpoints to repair: 9 / 4
pin swaps: 7 / 4
resized: 24 / 6
## cells in the final DEF (no fill, tap or decap), types with 2 or more instances in the layout
cell type / Yosys / routed
sky130_fd_sc_hd__buf_2: 0 / 2
sky130_fd_sc_hd__clkbuf_2: 0 / 4
sky130_fd_sc_hd__clkbuf_4: 0 / 3
sky130_fd_sc_hd__clkdlybuf4s15_1: 0 / 3
sky130_fd_sc_hd__clkdlybuf4s50_1: 0 / 3
sky130_fd_sc_hd__conb_1: 1 / 3
sky130_fd_sc_hd__dfrtp_1: 5 / 5
sky130_fd_sc_hd__dlygate4sd2_1: 0 / 2
sky130_fd_sc_hd__ha_1: 4 / 2
sky130_fd_sc_hd__ha_4: 0 / 2
sky130_fd_sc_hd__inv_1: 5 / 4
sky130_fd_sc_hd__xnor2_1: 2 / 2
No activity file was given, so power comes from the tool's default toggle rates.
